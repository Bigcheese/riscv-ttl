## flow/config.mk

```make
export PLATFORM = sky130hd
export DESIGN_NAME = alu
export DESIGN_NICKNAME = alu
export VERILOG_FILES = /design/flow/design.v
export SDC_FILE = /design/flow/constraint.sdc
export NUM_CORES = 4
export LEC_CHECK = 1
export CORE_UTILIZATION = 30
```

## flow/constraint.sdc

```tcl
current_design alu

set clk_period 15.6
set clk_io_pct 0.2

create_clock -name clk0 -period $clk_period

set non_clock_inputs [all_inputs -no_clocks]
set_input_delay [expr $clk_period * $clk_io_pct] -clock clk0 $non_clock_inputs
set_output_delay [expr $clk_period * $clk_io_pct] -clock clk0 [all_outputs]
```

## flow/design.v

```verilog
module alu(
    output [31:0] alu_out,
    input [31:0] a,
    input [31:0] b,
    input [2:0] op,
    input sub_en,
    input sra_en,
    output alu_eq,
    output alu_lt,
    output alu_ltu,
    output alu_ge,
    output alu_geu
  );
  typedef enum bit [2:0] {ADD = 3'b000, SL = 3'b001, SLT = 3'b010, SLTU = 3'b011,
                          XOR = 3'b100,  OR = 3'b110, SR = 3'b101, AND = 3'b111} OP;
  wire [31:0] or_ = a | b;
  wire [31:0] xor_ = a ^ b;
  wire [31:0] and_ = a & b;
  wire [31:0] sl = a << b[4:0];
  wire [31:0] sr = a >> b[4:0];
  wire [31:0] sra = $signed(a) >>> b[4:0];
  wire [31:0] add = a + b;
  wire [31:0] sub = $signed(a) - $signed(b);
  wire eq = a == b;
  wire neq = !eq;
  wire lt = $signed(a) < $signed(b);
  wire ltu = a < b;
  wire ge = $signed(a) >= $signed(b);
  assign alu_eq = eq;
  assign alu_lt = lt;
  assign alu_ltu = a < b;
  assign alu_ge = ge;
  assign alu_geu = a >= b;
  assign alu_out = op == ADD ? (sub_en ? sub : add) :
                   op == SL ? sl :
                   op == SLT ? lt :
                   op == SLTU ? ltu :
                   op == XOR ? xor_ :
                   op == OR ? or_ :
                   op == SR ? (sra_en ? sra : sr ) :
                   op == AND ? and_ : 'x;
endmodule
```

## flow/run.sh

```bash
#!/bin/bash
# OpenROAD 26Q1-2900-gdf79404cd8, Yosys 0.63+post, stock flow scripts
make -C /OpenROAD-flow-scripts/flow DESIGN_CONFIG=/design/flow/config.mk WORK_HOME=/design/flow/orfs finish
```

==> reports/metrics.yaml <==
synthesis:
  mux_share_pct: 19.75
  ys_sh_adder_pct: 14.07
  yosysChipArea_mm2: 0.008914
  ys_seq_share_pct: 0
  yosysWarnings: 0
  syn_area_per_cell_um2: 6.920
  syn_inst: 1288
  logic_family: "AND-OR/OR-AND gates"
  yosys.area_share.simple_pct: 20.02
  xor_share_pct: 1.572
  yosys.cell_types.count: 82
  ys_cells: 1288
  synthAoiAreaFrac_pct: 34.95
  syn_area_mm2: 0.008914
finish:
  nClkBuffers: 0
  area_delta_synth_final_pct: 13.73
  nFlopsAndLatches: 0
  drive_above_1_share_pct: 9.611
  nFillCells: 3087
  register_area_um2: 0
setup_path:
  end_kind: "output pin"
  start_kind: "input pin"
  crit_path_end: "alu_out[0]"
  critPathKind: "input pin to output pin"
  crit_path_start: "b[4]"
  crit_fanout: 47
  worstPathRequired_ns: 12.48
  cp.arrival_ns: 7.76
grt:
  top_usage_layer: "met2"
  met3_usage_pct: 3.810
  grt_pass1_wl_um: 65250
  grt_util_met2_pct: 45.72
  grt_pass1_vias: 9888
  grt_max_degree: 81
  grtUsageTotal_pct: 29.16
  overflow: 0
  antenna_found_initial: 0
  grt_use_met1_pct: 41.87
outcome:
  run_status: "complete, no violations"
hold_path:
  hp-class: "input pin to output pin"
power:
  switching_share_pct: 60.90
  peakVddDrop_v: 0.00001795
  p_int_mw: 0.1522
  p_switching_mw: 0.2371
  leakage_nw: 4.063
  p_per_area_mw_per_mm2: 38.40
sta:
  setup_tns_ns: 0
  period_needed_ns: 10.88
  setup_viol: 0
  whs_ns: 7.386
  relSlewSlack_pct: 43.19
  finalMaxSlewViolations: 0
  rsz0062_at_grt: "no"
  max_freq_mhz: 91.95
  finalHoldViolations: 0
  setup_ws_ns: 4.724
  period_used_pct: 69.72
  worst_pin_slew_ns: 0.8415
placement:
  port_buffers: 106
  preCtsSetupSlack_ns: 4.856
  dp_hpwl_um: 34820
  gp_congestion: 1.040
floorplan:
  row_count: 62
  dieArea_mm2: 0.03040
  die_width_um: 174.4
  core_region_area_mm2: 0.02894
  fp-utilization_pct: 30.81
  io_pins: 106
  die_h_um: 174.4
routing:
  wire_per_inst_um: 26.05
  drt_iter0_markers: 1057
  drt_first_pass_iters: 6
  drtAntennaViolNets: 0
  route.detailed.drc: 0
  via_per_inst: 6.279
  num_vias: 10650
  drt_wl_total_um: 44190
flow_run:
  tool_warnings: 97
  timing.max_cap.violations: 0
cts:
  post_cts_resized: 0
  post-cts-setup-buffers: 0
  cts_hold_buf: 0
## worst max-delay path: stages
cell and delay (ns):
clkdlybuf4s50_1 0.45, buf_4 0.41, inv_1 0.43, ha_1 0.61
nor4_1 0.11, o31ai_1 0.14, a31oi_1 0.24, o31ai_2 0.41
a31oi_1 0.25, o41ai_2 0.80, nor2_1 0.07, o21ai_0 0.21
clkdlybuf4s50_1 0.50
## through the flow
stage                     cells  power, mW  utilization, %  area, um2
after global placement     1695     0.3830           35.03      10130
final                      1696     0.3893           35.03      10140
after floorplan            1288     0.2312               -       8914
after detailed placement   1695     0.3794           35.03      10130
after global routing       1695     0.4165           35.03      10130
after CTS                  1695     0.3820           35.03      10130
## layout by cell type (no fill, tap or decap), types with 7 or more instances in the layout
master           Yosys  layout
a21oi_1            124     124
a221oi_1            12      12
a211o_1              8       8
or3_1               12      12
o221ai_1            16      16
nor2_1             147     146
and3_1               7       7
nor2b_1             11      11
mux2_2              19      19
mux2i_1             42      42
a21o_1              11      11
nor4_1              12      12
a22oi_1              9       9
inv_1               97      97
xnor2_1             13      13
mux4_2              50      50
nor3_1              35      34
a31oi_1             19      19
o21a_1               8       8
nand3_1             23      23
o22ai_1             17      17
o21ai_0             93      93
ha_1                97      97
clkdlybuf4s50_1      0     100
nand2_1             92      92
o211ai_1            27      27
a211oi_1            28      28
nand4_1             11      11
buf_4                7      25
nand2b_1            11      11
## worst min-delay path by stage
stage     from          to  slack (ns)  depth (start not counted)
4_1_cts   b[3]  alu_out[1]        7.35                          5
5_1_grt   b[3]  alu_out[1]        7.42                          5
6_report  b[3]  alu_out[1]        7.39                          5
## layer usage
layer / vias to the layer above / wire length, um
li1: 4905 / -
met1: 5087 / 19190
met5: - / 0
met4: 0 / 1739
met2: 578 / 19870
met3: 79 / 3384
## cells in the mapped netlist (all sizes together) (4+ instances only)
cell type    n  area share [%]
nor2       147             6.2
a21oi      126             7.2
inv         99             4.2
ha          97              14
o21ai       96             5.4
nand2       92             3.9
clkbuf      56             2.4
buf         51             3.0
mux4        50              13
mux2i       42             4.7
nor3        35             2.0
a211oi      29             2.5
o211ai      28             2.4
nand3       23             1.3
a31oi       19             1.3
mux2        19             2.4
o22ai       17             1.2
o221ai      16             1.6
xnor2       13             1.3
a221oi      12             1.2
nor4        12            0.84
or3         12            0.84
a21o        11            0.93
nand2b      11            0.77
nand4       11            0.77
nor2b       11            0.77
a22oi        9            0.76
a2111oi      8             1.0
a211o        8            0.79
o21a         8            0.67
and2         7            0.49
and3         7            0.49
o31ai        7            0.65
a21boi       5            0.42
a221o        5            0.56
a311oi       5            0.49
o21bai       5            0.42
o311ai       5            0.49
or2          5            0.35
a31o         4            0.39
o2111ai      4            0.39
o311a        4            0.45
or4          4            0.34
## logic make-up (layout without fill, tap and decap cells)
kind of cell             count (synthesis)  in the layout
AND-OR/OR-AND                          466            466
XOR/XNOR                                16             16
adder cells (fa/ha/maj)                 99             99
buffers and inverters                  208            231
multiplexers                           111            111
other                                    0              1
AND/OR/NAND/NOR                        388            388
## final cells by class
class | count | area (um2) | area share [%]
Timing Repair Buffer | 130 | 1214 | 11.97
Multi-Input combinational cell | 1080 | 8061 | 79.52
Antenna cell | 1 | 2.502 | 0.02469
Tap cell | 384 | 480.5 | 4.740
Inverter | 101 | 379.1 | 3.740
## power groups by stage
stage	combinational (mW)	clock [mW]	sequential, mW
after global routing	0.417	0	0
after CTS	0.382	0	0
Power and IR drop assume default switching activity.
