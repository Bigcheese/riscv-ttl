--- /design/flow/design.v ---
module decode(input [31:0] inst, output [4:0] opcode, output [31:0] imm,
              output [4:0] rs1, output [4:0] rs2, output [4:0] rd, output [2:0] func3,
              output [6:0] func7, output [11:0] func12, output ecall, output ebreak, output mret, output branch,
              output invalid);
  wire [31:0] immI = {{21{inst[31]}}, inst[30:20]};
  wire [31:0] immS = {{21{inst[31]}}, inst[30:25], inst[11:7]};
  wire [31:0] immB = {{20{inst[31]}}, inst[7], inst[30:25], inst[11:8], 1'b0};
  wire [31:0] immU = {inst[31:12], 12'b0};
  wire [31:0] immJ = {{21{inst[31]}}, inst[19:12], inst[20], inst[30:21], 1'b0};
  wire [31:0] immZ = {27'b0, rs1};
  assign rs2 = inst[24:20];
  assign rs1 = inst[19:15];
  assign rd = inst[11:7];
  assign func3 = inst[14:12];
  assign func7 = inst[31:25];
  assign func12 = inst[31:20];
  assign opcode = inst[6:2];
  wire R = opcode == 5'b01100 ? 1 : 0;
  wire I = (opcode == 5'b00000 || opcode == 5'b00100 || opcode == 5'b11001) ? 1 : 0;
  wire S = opcode == 5'b01000 ? 1 : 0;
  wire B = opcode == 5'b11000 ? 1 : 0;
  wire U = (opcode == 5'b01101 || opcode == 5'b00101) ? 1 : 0;
  wire J = opcode == 5'b11011 ? 1 : 0;
  wire Z = opcode == 5'b11100;
  wire NA = opcode == 5'b00011;
  assign imm = I ? immI :
               S ? immS :
               B ? immB :
               U ? immU :
               J ? immJ :
               Z ? immZ : 'x;
  wire system0 = opcode == 5'b11100 && func3 == 0;
  assign ecall = system0 && func7 == 0 && rs2 == 0;
  assign ebreak = system0 && func7 == 0 && rs2 == 1;
  assign mret = system0 && func7 == 7'b0011000 && rs2 == 5'b00010;
  assign branch = opcode == 5'b11011 || opcode == 5'b11001 || opcode == 5'b11000;
  assign invalid = !(R | I | S | B| U | J | Z | NA) || inst[1:0] != 2'b11;
endmodule
--- /design/flow/run.sh ---
#!/bin/bash
# OpenROAD 26Q1-2900-gdf79404cd8, Yosys 0.63+post, stock flow scripts
make -C /OpenROAD-flow-scripts/flow DESIGN_CONFIG=/design/flow/config.mk WORK_HOME=/design/flow/orfs finish
--- /design/flow/config.mk ---
export PLATFORM = sky130hd
export DESIGN_NAME = decode
export DESIGN_NICKNAME = decode
export VERILOG_FILES = /design/flow/design.v
export SDC_FILE = /design/flow/constraint.sdc
export NUM_CORES = 4
export LEC_CHECK = 1
export CORE_AREA = 10 10 82 82
export DIE_AREA = 0 0 92 92
--- /design/flow/constraint.sdc ---
current_design decode

set clk_period 5.1
set clk_io_pct 0.2

create_clock -name clk0 -period $clk_period

set non_clock_inputs [all_inputs -no_clocks]
set_input_delay [expr $clk_period * $clk_io_pct] -clock clk0 $non_clock_inputs
set_output_delay [expr $clk_period * $clk_io_pct] -clock clk0 [all_outputs]
==> run notes <==
fresh numbers from the pnr run: status=finished clean, Max FO, Critical Path=15, via-per-instance ratio=4.28, Vias=1208, post-synthesis sequential area ratio=0, Top area cell types=buf_4, nand2_1, and2_1, GPL Wtd Cong=0.832, Worst slew margin=0.688, row count=26, P_leak=0.757 nW, Yosys cell types=34, Setup crit end kind=output port, gr usage total=0.0948, Final Setup Violations=0, WL/cell=15.4 um, syn_area_per_cell=6.42 um2, # IOs=111, HP Class=in -> out, global-route wire length before repair=6.79 mm, max cap viols=0, share of layout cells above drive strength 1=0.0189, Clk pwr share=0, DRC=0, Die Ht=92 um, Psw=0.0000433 W, largest net degree at the start of global routing=17, # Cells Yosys=149, Place WS=697 ps, Final Max Slew Viols=0, Final TNS setup=0 ps, vias in the first global route=1254, Mapped Area=956 um2, internal power=0.0000959 W, Total Wirelength=4.35 mm, maximum vdd drop=0.0000222 V, CP Data Required Time=4080 ps, Area growth syn-to-layout=89.1%, port buffer count=111, unrepaired setup endpoints after global routing=false, crit path time final=4320 ps, hold bufs inserted after CTS=0, PD cells=77.0 mW/mm2, Final period util=0.846, chip area in the Yosys report=956 um2, Chip Width=92 um, Register Area=0 um2, clk_buf instances=0, Core ar.=0.00507 mm2, final count of hold timing violations=0, post-CTS sizing=0, Overflow after GRT=0, PnR worst setup slack=783 ps, total die area=0.00846 mm2, floorplan core density=0.188, Synthesis Warnings=0, ant diodes=0, Post-CTS Setup Bufs=0, Gate power share=1.000, Sequential Power Share=0, drt initial violations=36, Least-Margin Pin Slew=467 ps, area leader, netlist=buf_4, tool warnings=32, Pre-antenna DRT Iters=5, Top-area cell share=0.330, antenna violations before repair=0, crit path from=inst[3], cells after synthesis=149, Net Sw Frac=0.311, arrival time worst endpoint=3300 ps, Startpoint Class=input port, critical path class=in -> out, fmax=0.232 GHz, registers=0, DP HPWL=3.78 mm, Final ANT Viol Nets=0, Critical Path End=imm[28]
cell usage after synthesis, drive strengths merged (2+ instances only):
| library cell | count |
|---|---|
| buf | 47 |
| nor2b | 5 |
| and2 | 10 |
| a21oi | 2 |
| nor2 | 2 |
| clkbuf | 2 |
| or4 | 2 |
| o21ai | 2 |
| nor3b | 2 |
| nand2b | 2 |
| nor4 | 4 |
| a31oi | 2 |
| nor3 | 6 |
| a221o | 4 |
| nand2 | 25 |
| a21o | 8 |
| and3 | 4 |
| nand3 | 5 |
| inv | 4 |
layout by cell type (no fill, tap or decap), types with 2 or more instances in the layout:
cell / synthesis / final
nor3_1: 6 / 6
and2_1: 10 / 10
nand2b_1: 2 / 2
nor2b_1: 5 / 5
inv_1: 4 / 4
nor4_1: 4 / 4
and3_1: 4 / 4
clkdlybuf4s50_1: 0 / 111
nand2_1: 25 / 25
or4_1: 2 / 2
a221o_1: 4 / 4
nor3b_1: 2 / 2
a31oi_1: 2 / 2
nand3_1: 5 / 5
a21oi_1: 2 / 2
a21o_1: 8 / 8
per-layer routing:
layer | vias to the layer above | wire [um] | global-route usage
met1 | 535 | 1770 | 0.113
met3 | 0 | 486 | 0.0379
met4 | 0 | 0 | 0
met2 | 64 | 2090 | 0.166
li1 | 609 | - | -
met5 | - | 0 | 0
critical path, stage by stage:
cell	delay, ps
clkdlybuf4s50_1	640
nor2b_1	270
nor4b_4	430
nand2_1	310
nand2_1	130
clkdlybuf4s50_1	480
stage by stage:
step | power [W] | cells | instance area, um2 | hold WS, ps | util
6_report | 0.000139 | 282 | 1810 | 2870 | 0.356
3_3_place_gp | 0.000143 | 282 | 1810 | 2880 | 0.356
5_1_grt | 0.000154 | 282 | 1810 | 2920 | 0.356
4_1_cts | 0.000143 | 282 | 1810 | 2890 | 0.356
2_1_floorplan | 0.0000523 | 149 | 956 | 2060 | -
3_5_place_dp | 0.000143 | 282 | 1810 | 2880 | 0.356
cells by family after synthesis:
logic type,share of synthesized area
AND-OR/OR-AND,0.190
buffers and inverters,0.386
AND/OR/NAND/NOR,0.424
worst min path at each step:
stage | end | cells past startpoint | slack [ps] | startpoint
global route | rd[3] | 2 | 2920 | inst[10]
finish | rd[3] | 2 | 2870 | inst[10]
CTS | rd[3] | 2 | 2890 | inst[10]
area by class of cell:
class / count / area, um2
tap: 70 / 87.6
fill: 555 / 3270
inverter: 4 / 15.0
multi-input combinational: 96 / 587
timing repair buffer: 112 / 1120
power groups by stage:
stage     combinational, W  clock, W  sequential, W
4_1_cts           0.000143         0              0
5_1_grt           0.000154         0              0
6_report          0.000139         0              0
No activity file was given, so power comes from the tool's default toggle rates.
