**./design.v**
```verilog
module registers(input clk, input rst, input [31:0] reg_in, output [31:0] reg_out,
                 input [4:0] reg_idx, input reg_write);
  reg [31:0] regs[32];
  initial regs[0] = 0;
  assign reg_out = regs[reg_idx];
  integer i;
  always @(posedge clk) begin
    if (rst) begin
      for (i = 1; i < 32; i = i + 1)
        regs[i] <= 0;
    end else begin
      if (reg_write && reg_idx != 0)
        regs[reg_idx] <= reg_in;
    end
  end
endmodule
```
**./run.sh**
```bash
#!/bin/bash
# OpenROAD 26Q1-2900-gdf79404cd8, Yosys 0.63+post, stock flow scripts
make -C /OpenROAD-flow-scripts/flow DESIGN_CONFIG=/design/flow/config.mk WORK_HOME=/design/flow/orfs finish
```
**./config.mk**
```make
export PLATFORM = sky130hd
export DESIGN_NAME = registers
export DESIGN_NICKNAME = registers
export VERILOG_FILES = /design/flow/design.v
export SDC_FILE = /design/flow/constraint.sdc
export NUM_CORES = 4
export LEC_CHECK = 1
export CORE_UTILIZATION = 50
```
**./constraint.sdc**
```tcl
current_design registers

set clk_period 21.4
set clk_io_pct 0.2

create_clock -name clk0 -period $clk_period [get_ports {clk}]

set non_clock_inputs [all_inputs -no_clocks]
set_input_delay [expr $clk_period * $clk_io_pct] -clock clk0 $non_clock_inputs
set_output_delay [expr $clk_period * $clk_io_pct] -clock clk0 [all_outputs]
```
==> summary.txt <==
Flow results follow.

The run finished with clean final reports. The worst path needs 13.80 ns of the cycle, external delays included. Setup repair after global routing left no endpoint under its margin. The die is 306 um wide.

The count of final setup violators is 0. The report shows a maximum critical-path fanout of 87. Routability-driven placement finished with a final weighted congestion of 0.826. Detailed-route iteration 0 reported a violation count of 1,333. For this run, the detailed router reports a per-instance via density of 5.70.

The power density over cell area is 85.1 mW/mm2. The cell area that synthesis handed to floorplanning was 0.0464 mm2. The post-synthesis async set-or-reset flop share is 0%. The max-slew check reports its worst relative slack as 19.3%. Cells fill 56.4% of the core in the end. The synthesized netlist was found by Yosys to have 3,290 cells. Adding up every negative setup slack in the final design gives 0 ns. The overall global routing resource usage is 31.2%. Sequential cells were found to cover 66.3% of the synthesized design area. The number of cells in the design after placement is 4,467. The synthesized area per cell is 14.1 um2.

After synthesis, the chip area reported by Yosys is 0.0464 mm2. The DRC violation total left in the routed layout is recorded as 0. The sort of element at the start of the critical path is an input pin. The vertical die dimension is 306 um. Before antenna repair, the detailed router went through 7 iterations. The number of global-route vias before repair was 27,600.

The number of hold violations in the final report is 0. The area growth from synthesis to layout is 11.7%. The H-tree depth is 3. Yosys mapped the design onto 30 distinct sky130hd cell types. The maximum vdd ir drop is 0.0000619 V.

In this run the tools logged warnings totalling 26. The floorplan has 111 rows. The worst hold slack is 4.43 ns.

The main area contributors are sky130_fd_sc_hd__edfxtp_1 (66%), sky130_fd_sc_hd__and2_1 (13%), sky130_fd_sc_hd__mux2i_1 (11%). In the setup report, the worst path falls into the class in2out. At the pin with the least slew margin, the transition time is 1.20 ns.

The largest registers in the layout are regs x1024. Across all layers, the routed design uses 26,600 vias. The library cell with the largest summed area after synthesis is sky130_fd_sc_hd__edfxtp_1. The report lists the number of cells resized after CTS as 0. In the placement report, post-DP HPWL is listed as 70,200 um.

Counting the buffers created by CTS gives 109. Checking hold timing, the worst path is listed with class in2reg. TritonCTS built the clock tree.

Yosys reported a register bit count of 1,024. The remaining number of nets flagged by the antenna check after routing is 0. The routed wirelength normalized by instance count is 28.0 um. The area fraction of the largest cell type after synthesis is 66.3%.

The clock tree root buffer cell is sky130_fd_sc_hd__clkbuf_16. Wires add up to 131,000 um. The synthesized design contains 1,024 enable-type register cells. The kind of end point of the critical path is an output pin. The maximum buffer depth of the clock tree is 3. The number of standard cells in the layout, taps in and fillers out is 4,670. The floorplan step defined a core boundary enclosing 0.0918 mm2.

The script extracted a total leakage power of 0.0193 uW. The pre-placement core utilization is 50.5%. The first global-routing pass estimated 189,000 um of wire. The number of clock sinks is 1,024.

Buffers placed on the I/O ports in this run total 71. The required arrival time at the worst endpoint is 17.12 ns. Entering global routing, the biggest net connects 89 pins. The most common flop cell mapped by yosys is sky130_fd_sc_hd__edfxtp_1. The register containing the most flip-flops in the final layout is regs. Counting instances in the post-synthesis netlist gives the leading cell types as sky130_fd_sc_hd__edfxtp_1 (1,024), sky130_fd_sc_hd__and2_1 (992), sky130_fd_sc_hd__mux2i_1 (512).

Hold repair after CTS inserted 0 buffers. The number of I/O pins is 72. The count of buffers added by post-CTS timing repair for setup is 0. In the final layout, the share of cells above drive strength 1 is 11.0%. The register with the most flip-flops in the layout has 1,024 of them.

Timing would allow up to 72.5 MHz. The yosys warning tally is 1. The clock edge transition at the registers on the reported setup and hold paths is 0.06 ns.

The run reported a max-capacitance violation count of 0. The data arrival time of the worst path is 9.52 ns. The most instantiated library cell after synthesis is sky130_fd_sc_hd__edfxtp_1. The post-route clock period utilization is 64.5%. The number of pins exceeding their max-slew limit in the final report is 0. The number of antenna violations at the first check in global routing is 5.

The number of standard cells after synthesis is 3,290. The floorplan step defined a die boundary enclosing 0.0939 mm2. Summed over all layers, the global routing overflow is 0.
[per-layer routing]
| layer | GRT usage (%) | vias to the layer above | wire, um |
|---|---|---|---|
| met4 | 6.17 | 4 | 3020 |
| met1 | 42.0 | 12800 | 46100 |
| met5 | 1.45 | - | 60 |
| li1 | - | 12000 | - |
| met3 | 21.1 | 181 | 21200 |
| met2 | 44.7 | 1570 | 60400 |
[worst max-delay path, cell delays in order]
cell and delay (ns):
sky130_fd_sc_hd__buf_8 0.36, sky130_fd_sc_hd__buf_4 0.59, sky130_fd_sc_hd__buf_12 0.57, sky130_fd_sc_hd__buf_4 0.69, sky130_fd_sc_hd__buf_4 0.65, sky130_fd_sc_hd__mux2i_1 0.26, sky130_fd_sc_hd__o22ai_1 0.10, sky130_fd_sc_hd__nor4_1 1.04
sky130_fd_sc_hd__buf_4 0.29, sky130_fd_sc_hd__nand2_1 0.07, sky130_fd_sc_hd__clkdlybuf4s50_1 0.42
[kinds of logic after synthesis]
logic type / Yosys count / share of synthesized area (%)
flops: 1024 / 66.3
other cells: 1 / 0.00809
mux: 512 / 11.1
buf+inv: 317 / 3.20
simple gates: 1180 / 16.0
compound gates: 256 / 3.45
[cells in the final DEF, fill, tap and decap left out, types with 3 or more instances in the layout]
| cell | count |
|---|---|
| sky130_fd_sc_hd__buf_4 | 147 |
| sky130_fd_sc_hd__edfxtp_1 | 1024 |
| sky130_fd_sc_hd__nor4_1 | 64 |
| sky130_fd_sc_hd__o22ai_1 | 256 |
| sky130_fd_sc_hd__clkinv_2 | 23 |
| sky130_fd_sc_hd__clkinv_1 | 26 |
| sky130_fd_sc_hd__clkinvlp_4 | 3 |
| sky130_fd_sc_hd__clkdlybuf4s50_1 | 70 |
| sky130_fd_sc_hd__and2_1 | 992 |
| sky130_fd_sc_hd__conb_1 | 32 |
| sky130_fd_sc_hd__nor3_4 | 4 |
| sky130_fd_sc_hd__clkbuf_16 | 113 |
| sky130_fd_sc_hd__diode_2 | 4 |
| sky130_fd_sc_hd__nand2_1 | 33 |
| sky130_fd_sc_hd__mux2i_1 | 512 |
| sky130_fd_sc_hd__nor2_2 | 27 |
| sky130_fd_sc_hd__clkbuf_1 | 27 |
| sky130_fd_sc_hd__nand4b_1 | 4 |
| sky130_fd_sc_hd__or2_2 | 31 |
| sky130_fd_sc_hd__nand4bb_2 | 6 |
| sky130_fd_sc_hd__or4b_1 | 4 |
[cell type report]
class	count	area [um2]
multi-input combinational	1980	14300
sequential	1024	30700
timing repair buffer	220	1860
clock buffer	140	2930
antenna	4	10.0
tap	1243	1560
fill	6954	40000
clock inverter	59	357
[power by group]
group          internal [uW]  switching, uW
registers               2310           26.9
logic                    113            209
clock network            984            761
total                   3410            997
[metrics by stage]
| step | worst slack [ns] | power (uW) | area (um2) |
|---|---|---|---|
| 2_1_floorplan | 11.64 | 2550 | 46500 |
| 3_3_place_gp | 7.85 | 2700 | 48500 |
| 3_5_place_dp | 7.78 | 2710 | 48500 |
| 4_1_cts | 7.78 | 4430 | 51800 |
| 5_1_grt | 7.32 | 4550 | 51800 |
| 6_report | 7.60 | 4410 | 51800 |
[worst paths after layout]
| kind | from | end | slack, ns | cells past startpoint |
|---|---|---|---|---|
| max | reg_idx[1] | reg_out[14] | 7.60 | 11 |
| min | reg_in[1] | regs[0][1]$_DFFE_PP_ | 4.43 | 2 |
Power and IR drop assume default switching activity.
